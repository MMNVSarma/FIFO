==> /design/flow/design.v <==
module fifo(clk,rst,read_en,write_en,write_data,read_data,full,empty,write_error,read_error);
parameter WIDTH = 8;
parameter DEPTH = 16;
parameter PTR_DEPTH = $clog2(DEPTH);
input clk,rst;
input read_en,write_en;
input [WIDTH-1:0]write_data;
output reg [WIDTH-1:0]read_data;
output reg full,empty,read_error,write_error;
reg[PTR_DEPTH-1:0] wr_ptr,rd_ptr;
reg wr_toggle_flag,rd_toggle_flag;
reg [WIDTH-1:0] memory[DEPTH-1:0];
integer i;
always@(posedge clk) begin
if(rst)
 begin
     read_data = 0;
     full = 0;
     empty = 1;
     read_error = 0;
     write_error = 0;
     wr_ptr = 0;
     rd_ptr = 0;
     wr_toggle_flag = 0;
     rd_toggle_flag = 0;
     for(i = 0; i<DEPTH; i=i+1) memory[i] = 0;
 end
else
 begin
    if(write_en) begin
        if(full) 
           write_error = 1;
        else
           begin
           memory[wr_ptr] = write_data;
           wr_ptr = wr_ptr + 1;
			   if(wr_ptr == DEPTH-1) 
			       	wr_toggle_flag = ~wr_toggle_flag;
           end   
	end
if(read_en) begin
        if(empty)
             read_error = 1;
         else
		  begin
           read_data = memory[rd_ptr];
           rd_ptr = rd_ptr + 1;
		   		if(rd_ptr == DEPTH-1) 
            		rd_toggle_flag = ~rd_toggle_flag;
		   end
end       
	if(wr_ptr == rd_ptr && rd_toggle_flag != wr_toggle_flag)
             full = 1;
	else
	     full = 0;
	if(wr_ptr == rd_ptr && rd_toggle_flag == wr_toggle_flag)
       empty = 1;
	else
	   empty = 0;
end
end
endmodule
==> /design/flow/run.sh <==
#!/bin/bash
# OpenROAD 26Q1-2900-gdf79404cd8, Yosys 0.63+post, stock flow scripts
make -C /OpenROAD-flow-scripts/flow DESIGN_CONFIG=/design/flow/config.mk WORK_HOME=/design/flow/orfs finish
==> /design/flow/config.mk <==
export PLATFORM = sky130hd
export DESIGN_NAME = fifo
export DESIGN_NICKNAME = fifo
export VERILOG_FILES = /design/flow/design.v
export SDC_FILE = /design/flow/constraint.sdc
export NUM_CORES = 4
export LEC_CHECK = 1
export CORE_UTILIZATION = 40
==> /design/flow/constraint.sdc <==
current_design fifo

set clk_period 3.7
set clk_io_pct 0.2

create_clock -name clk0 -period $clk_period [get_ports {clk}]

set non_clock_inputs [all_inputs -no_clocks]
set_input_delay [expr $clk_period * $clk_io_pct] -clock clk0 $non_clock_inputs
set_output_delay [expr $clk_period * $clk_io_pct] -clock clk0 [all_outputs]
==> results_slide.txt <==
Synthesis and Place & Route Summary

Placement
  – HPWL Detailed: 13200 um
  – Place WS: 195 ps
  – Port buffer count: 23
  – Placed insts: 986
  – RD Place Congestion: 0.956

Floorplan
  – Die X: roughly 130 um
  – Chip height: 134 um
  – Die ar.: approximately 18000 um2
  – # rows: 47
  – Total core area: 16800 um2
  – Top Ports: 24
  – Floorplan utilization: 41.5%

Setup path
  – CP max stage delay: 500 ps
  – CP required: just under 4000 ps
  – Reg2reg start: wr_ptr[0]
  – Kind of critical path: register to register
  – Critical path depth: 10
  – CP Buf/Inv Count: 2
  – CP startpoint: wr_ptr[0]
  – Reg-to-Reg End: read_data[5]
  – FF-to-FF path depth: 10
  – CP max-delay cell: a2111oi_1
  – Delay-heaviest family, CP: AND-OR/OR-AND gates
  – Crit-path cells: inv_1 > ha_1 > or2_4 > a2111oi_4 > buf_4 > mux2i_1 > o22a_1 > o21ai_0 > a2111oi_1 > a41oi_1
  – Crit path DAT: 3540 ps
  – R2R Setup Slk: 440 ps
  – CP Capture Point: read_data[5]
  – CP Launch Type: register
  – Worst setup EP type: register
  – Critical path peak fanout: 10

Clock network
  – Late-Pin Clk Latency: 420 ps
  – Clock tree buffer depth: 2
  – Cts bufs inserted: 17
  – PostCTS Resize Cnt: 0
  – Clk sinks: 150
  – Root Buffer: clkbuf_16
  – H-tree depth: 4
  – Reg clk slew, reported paths: 60 ps
  – Post-CTS Setup Inserts: 0
  – # hold bufs at CTS: 0
  – CTS tree: built

Global route
  – Tot GR Track Use: 22.0%
  – Largest net degree at the start of global routing: about 67
  – Vias in the first global route: roughly 5200
  – Gr ovfl total: 0
  – Initial antenna violation count: 0
  – First-pass GRT wire length: 29700 um

Drt
  – Initial DRC Count: 540
  – Max Used Layer: met4
  – Antenna diode count: 0
  – Total Routed Length: 18800 um
  – Wire length on met2: 8130 um
  – Met1 Wirelength: 9070 um
  – Avg WL per Cell: 18.4 um
  – Detailed-route DRC error count: 0
  – Met3 WL post-DR: 1230 um
  – DR vias/cell: about 5.6
  – Final ANT Viol Nets: 0
  – Vias: 5697
  – TritonRoute pass-1 iters: 5

Yosys
  – Post-synth EDFFs: 0
  – Syn Inst Count: 772
  – Distinct cell type count after synthesis: around 64
  – Register share after synthesis: 43.2%
  – Biggest area cells: dfxtp_1, mux2i_1, nor2_1
  – Yosys cell count: 772
  – Yosys chip area: approximately 7000 um2
  – Yosys top cell by area: dfxtp_1
  – Area share, top type: 43.2%
  – Ys Warns: 2
  – #FFs+latches synth: 150
  – Top FF cell, synth: dfxtp_1
  – Post-synth ARST share: 0%
  – Synth Cell Area: 6950 um2
  – Mapped Avg Cell Area: 9.00 um2

Job
  – Tool warnings: 31
  – Max_cap viols: 0

STA
  – Post-route worst setup slack: between 400 and 500 ps
  – Setup TNS: 0 ps
  – Worst slew pin tran: 704 ps
  – Endpoints failing hold: 0
  – Clock Skew: 9.53 ps
  – Max_slew headroom: a little over half
  – Max Fclk: 306 MHz
  – Tcrit/Tclk final: a little under 90%
  – Slew Limit Fails: 0
  – Minimum clock period: 3260 ps
  – Final setup vio count: 0
  – RSZ-0062 raised after global routing: false

Power
  – Leakage Power: 3.13 nW
  – Power per cell area: around 500 nW/um2
  – Tot Pwr: roughly 4 mW
  – Worst IR drop on VDD: roughly 0.33 mV

Finish
  – Filler Cell Count: between 1500 and 2000
  – Layout cells sized above 1: about a tenth
  – Final Instance Count excl. Fillers: 1018
  – Gate Area: 3670 um2
  – Synth-to-Final Area Change: 15.1%
  – Storage element area: 3000 um2

Run status
  – Status: finished clean

Hold path
  – Hold Path Class: register to register
[flip-flops by register name, indices dropped and copies added, names as in the netlist]
signal / count
write_error: 1
memory: 128
read_data: 8
rd_toggle_flag: 1
wr_ptr: 4
empty: 1
full: 1
wr_toggle_flag: 1
rd_ptr: 4
read_error: 1
[placed cells by master (no fill, tap or decap), types with 5 or more instances in the layout]
master	instances
a22oi_1	6
nand3_1	11
a21oi_1	36
dfxtp_1	150
nor2b_1	7
clkdlybuf4s50_1	22
inv_6	5
a22o_1	5
o21ai_0	20
xnor2_1	10
inv_1	8
xor2_1	7
o22ai_1	10
nor2_1	160
clkbuf_16	17
a211oi_1	8
buf_4	31
o22a_1	8
mux2i_1	119
a41oi_1	5
a221oi_1	7
nand2b_1	5
o21ai_1	6
nand2_1	45
nand4_1	5
a211o_1	5
nor3_1	10
ha_1	8
[worst min path at each step]
| stage | startpoint | depth (start not counted) | to | slack, ps |
|---|---|---|---|---|
| final | memory[7][2] | 2 | memory[7][2] | 460 |
| after global routing | memory[7][2] | 2 | memory[7][2] | 470 |
| after CTS | memory[7][2] | 2 | memory[7][2] | 460 |
[power breakdown]
part           internal [mW]  switching [mW]  total [mW]
Clock                  0.943           0.698        1.64
Combinational          0.210           0.298       0.508
Sequential              1.69          0.0430        1.74
[cells by family (layout without fill, tap and decap cells)]
| kind of cell | after synthesis | after routing | synth area share (%) |
|---|---|---|---|
| AOI/OAI and AO/OA | 148 | 148 | 15.2 |
| xor gates and xnor gates | 17 | 17 | 2.14 |
| adders and majority gates | 8 | 8 | 1.44 |
| buffers and inverters | 67 | 93 | 4.30 |
| DFF | 150 | 150 | 43.2 |
| muxes | 121 | 121 | 17.5 |
| and+or+nand+nor | 261 | 261 | 16.3 |
[per-layer routing]
layer	global-route usage, %	up-vias
li1	-	2737
met1	35.5	2742
met2	31.4	193
met3	5.05	25
met4	3.03	0
met5	0	-
[cell type report]
cell class,instances,area share [%]
well taps,220,3.44
clock inverters,10,1.06
repair buffers,53,5.66
flip-flops and latches,150,37.5
inverters,8,0.375
multi-input cells,555,45.9
clock buffers,22,6.05
[Yosys cell counts (all sizes together) (2+ instances only)]
master   instances
o22a             8
a41oi            6
xnor2           10
a211oi           8
nor2b            8
a221o            2
clkbuf          38
o21ai           26
nor3            12
a22oi            6
a2111oi          8
a21o             2
mux2i          119
a21oi           36
mux2             2
nor4b            2
nand2b           5
or2              5
nand3           11
a22o             5
inv              8
o211ai           5
a31oi            4
xor2             7
nand4            5
a311o            2
ha               8
dfxtp          150
nor2           161
buf             21
nand2           45
o22ai           10
a211o            5
a221oi           7
[stage by stage]
| step | util [%] | instance area, um2 | hold WS, ps |
|---|---|---|---|
| 5_1_grt | 47.7 | 8000 | 472 |
| 4_1_cts | 47.7 | 8000 | 458 |
| 3_3_place_gp | 44.3 | 7430 | 445 |
| 6_report | 47.7 | 8000 | 457 |
| 3_5_place_dp | 44.3 | 7430 | 449 |
| 2_1_floorplan | - | 6950 | 413 |
[tightest hold or removal path, stage by stage, from the launching register on]
cell,delay [ps]
dfxtp_1,310
nand2_1,50
a21oi_1,50
Power is estimated from default activity; no workload was simulated.
